===== flow/constraint.sdc =====
current_design UARTSpitter

set clk_period 5.0
set clk_io_pct 0.2

create_clock -name clk0 -period $clk_period [get_ports {clk}]

set non_clock_inputs [all_inputs -no_clocks]
set_input_delay [expr $clk_period * $clk_io_pct] -clock clk0 $non_clock_inputs
set_output_delay [expr $clk_period * $clk_io_pct] -clock clk0 [all_outputs]

===== flow/config.mk =====
export PLATFORM = sky130hd
export DESIGN_NAME = UARTSpitter
export DESIGN_NICKNAME = UARTSpitter
export VERILOG_FILES = /design/flow/design.v
export SDC_FILE = /design/flow/constraint.sdc
export NUM_CORES = 4
export LEC_CHECK = 1
export CORE_AREA = 10 10 574 574
export DIE_AREA = 0 0 584 584

===== flow/run.sh =====
#!/bin/bash
# OpenROAD 26Q1-2900-gdf79404cd8, Yosys 0.63+post, stock flow scripts
make -C /OpenROAD-flow-scripts/flow DESIGN_CONFIG=/design/flow/config.mk WORK_HOME=/design/flow/orfs finish

===== flow/design.v =====
`timescale 1ns / 1ps
module Package_answer(
	 input clk,
    input [149:0] answer_in,
    output wire [239:0] answerPackaged,
	 output reg done
	 );
initial begin
	done = 0;
end
assign answerPackaged[239:232] = {3'b0, answer_in[149:145]};
assign answerPackaged[231:224] = {3'b0, answer_in[144:140]};
assign answerPackaged[223:216] = {3'b0, answer_in[139:135]};
assign answerPackaged[215:208] = {3'b0, answer_in[134:130]};
assign answerPackaged[207:200] = {3'b0, answer_in[129:125]};
assign answerPackaged[199:192] = {3'b0, answer_in[124:120]};
assign answerPackaged[191:184] = {3'b0, answer_in[119:115]};
assign answerPackaged[183:176] = {3'b0, answer_in[114:110]};
assign answerPackaged[175:168] = {3'b0, answer_in[109:105]};
assign answerPackaged[167:160] = {3'b0, answer_in[104:100]};
assign answerPackaged[159:152] = {3'b0, answer_in[99:95]};
assign answerPackaged[151:144] = {3'b0, answer_in[94:90]};
assign answerPackaged[143:136] = {3'b0, answer_in[89:85]};
assign answerPackaged[135:128] = {3'b0, answer_in[84:80]};
assign answerPackaged[127:120] = {3'b0, answer_in[79:75]};
assign answerPackaged[119:112] = {3'b0, answer_in[74:70]};
assign answerPackaged[111:104] = {3'b0, answer_in[69:65]};
assign answerPackaged[103:96] = {3'b0, answer_in[64:60]};
assign answerPackaged[95:88] = {3'b0, answer_in[59:55]};
assign answerPackaged[87:80] = {3'b0, answer_in[54:50]};
assign answerPackaged[79:72] = {3'b0, answer_in[49:45]};
assign answerPackaged[71:64] = {3'b0, answer_in[44:40]};
assign answerPackaged[63:56] = {3'b0, answer_in[39:35]};
assign answerPackaged[55:48] = {3'b0, answer_in[34:30]};
assign answerPackaged[47:40] = {3'b0, answer_in[29:25]};
assign answerPackaged[39:32] = {3'b0, answer_in[24:20]};
assign answerPackaged[31:24] = {3'b0, answer_in[19:15]};
assign answerPackaged[23:16] = {3'b0, answer_in[14:10]};
assign answerPackaged[15:8] = {3'b0, answer_in[9:5]};
assign answerPackaged[7:0] = {3'b0, answer_in[4:0]};
always @ ( posedge clk )
begin
	done = 1;
end
endmodule	
`timescale 1ns / 1ps
module SenderModule(
    input clk,
    input [239:0] in,
    input start,
	 output udata,
	 output reg done
    );
reg next_done;
reg [1:0] state;
reg [1:0] next_state;
reg [9:0] shift_register;
reg [9:0] next_shift_register;
reg [3:0] counter;				 
reg [3:0] next_counter;
reg [12:0] downclk_counter;	 
reg [12:0] next_downclk_counter;
reg [4:0] item_counter;			 
reg [4:0] next_item_counter;
reg [7:0] current_item;			 
reg [7:0] next_current_item;
wire [0:7] flipped; assign flipped = current_item;
wire busy; assign busy = (counter != 0);
assign udata = shift_register[0];
initial
begin
	state = 0;
	counter = 0;						 
	shift_register[0] = 1;			 
	shift_register[1] = 0;			 
	shift_register[9:2] = 0;		 
	downclk_counter = 0;				 
	item_counter = 0;
	current_item = 8'b11111111;
	done = 0;
end
always @ ( * )
begin
	case (state)
		0:		 
			begin
				next_counter = counter;
				next_downclk_counter = downclk_counter;
				next_shift_register = shift_register;
				next_item_counter = item_counter;
				next_current_item = current_item;
				next_done = 0;
				if ( start )
					next_state = 1;
				else
					next_state = state;
			end
		1:		 
			begin
				next_counter = counter;
				next_downclk_counter = downclk_counter;
				if ( item_counter < 30 )
				begin
				next_current_item = {
					in[item_counter*8], 
					in[item_counter*8+1], 
					in[item_counter*8+2], 
					in[item_counter*8+3], 
					in[item_counter*8+4], 
					in[item_counter*8+5], 
					in[item_counter*8+6], 
					in[item_counter*8+7]};
					next_state = 2;
					next_item_counter = item_counter + 1;
					next_shift_register = shift_register;
					next_done = done;
				end else begin
					next_current_item = 8'b0;
					next_item_counter = 0;
					next_state = 0;
					next_shift_register = 10'b0000000001;
					next_done = 1;
				end
			end
		2:		 
			begin
				next_item_counter = item_counter; 	 
				next_current_item = current_item;
				next_downclk_counter = downclk_counter;
				next_done = done;
				if ( counter < 10 )				 
				begin
					next_counter = counter + 1;	 
					next_state = 3;					 
				end else begin							 
					next_counter = 0;					 
					next_state = 1;					 
				end
				if ( busy == 0 )
				begin
					next_shift_register[9:2] = flipped;
					next_shift_register[1:0] = shift_register[1:0];
				end else begin
					next_shift_register[8:0] = shift_register[9:1];
					next_shift_register[9] = shift_register[0];
				end
			end
		3:
			begin
				next_counter = counter;
				next_shift_register = shift_register;
				next_item_counter = item_counter;
				next_current_item = current_item;
				next_done = done;
				if ( downclk_counter < 5209 )
				begin
					next_downclk_counter = downclk_counter + 1;
					next_state = state;
				end else begin
					next_downclk_counter = 0;
					next_state = 2;
				end
			end
		default:
			begin
				next_current_item = 8'b11111111;
			end
		endcase
end
always @ ( posedge clk )
begin
	counter <= next_counter;
	downclk_counter <= next_downclk_counter;
	shift_register <= next_shift_register;
	state <= next_state;
	item_counter <= next_item_counter;
	current_item <= next_current_item;
	done <= next_done;
end
endmodule
`timescale 1ns / 1ps
module UARTSpitter(
	input clk,
   input [1499:0] sel_population,
	input start,
	output out,
	output reg done
	 );
reg next_done;
reg [1:0] state, next_state;
wire [149:0] raw_answer; assign raw_answer = sel_population[1499:1350];
wire [239:0] answerPackaged;
wire packageAnswer_start; assign packageAnswer_start = ( state == 1 );
wire answerSender_start; assign answerSender_start = ( state == 2 );
Package_answer	packageAnswer (.clk(clk), .answer_in(raw_answer), .answerPackaged(answerPackaged), .done(packageAnswer_done));
SenderModule answerSender (.clk(clk), .in(answerPackaged), .start(answerSender_start), .udata(out), .done(answerSender_done));
initial begin
	done = 0;
	state = 0;
end
always @ ( * )
begin
	case (state)
		0:
			begin
				next_done = done;
				if ( start == 1 )
					next_state = 1;
				else
					next_state = state;
			end
		1:
			begin
				next_done = done;
				if ( packageAnswer_done == 1 )
					next_state = 2;
				else
					next_state = state;
			end
		2:
			begin
				next_done = done;
				if ( answerSender_done == 1 )
					next_state = 3;
				else
					next_state = state;
			end
		3:
			begin
				next_done = 1;
				next_state = 0;
			end
	endcase
end
always @ (posedge clk)
begin
	state <= next_state;
	done <= next_done;
end
endmodule

==> flow_summary.ini <==
; implementation run metrics
[global_routing]
antenna_found_initial = 5
grt_max_degree = 38
track_usage_pct = 0.9601
gr-total-overflow = 0
grt_pass1_vias = 3056
grt_pass1_wl_um = 23360

[clocking]
post_cts_buffers = 0
cts_buffers = 5
clock_path_buffers = 2
tritoncts = built
cts-resized-gates = 0
clkSlewWorstSetupHoldPaths_ns = 0.07
clkLatencyLatePin_ns = 0.29
hold_buffers = 0
htreeDepth = 2
cts_num_sinks = 45
ctsRootBufferMaster = clkbuf_16

[sta]
max_freq_mhz = 327.3
finalCriticalPeriod_ns = 3.055
tns_ns = 0
slew_headroom_pct = 52.04
fin_crit_sh_pct = 61.10
maxSlewViolCount = 0
rsz0062_at_grt = false
hold_violations = 0
fin_skew_ns = 0.008923
tightest_slew_ns = 0.7194
setup_viol = 0
hold_slack_ns = 0.4988

[synthesis]
synthesis.area_mm2 = 0.003436
yosys-top-cells-area = edfxtp_1 38%, mux4_2 20%, ha_1 5.5%
ys_top_cells_by_count = 44 x edfxtp_1, 31 x mux4_2, 29 x nand2_1
synth_flops = 45
yosysChipArea_mm2 = 0.003436
synth.top_cell.area_share_pct = 38.46
synth_warnings = 5
synth-cells-yosys = 293
yosysMostFrequentCell = edfxtp_1
synth_seq_share_pct = 39.04
top_area_cell = edfxtp_1
synth-edff-count = 44
ys_types = 39
async_flop_share_pct = 0
syn_area_per_cell_um2 = 11.73
synthCells = 293
ff_type = edfxtp_1

[placed_design]
portBuffers = 153
postPlaceCellArea_mm2 = 0.01014
placedCellCount = 4612
gp_congestion = 0.7657
hpwl_um = 15490

[worst_setup_path]
worstReg2RegStart = answerSender.item_counter[0]
cp.required_ns = 5.04
r2r-end = answerSender.current_item[6]
crit_fanout = 1
setup.worst_path.start = sel_population[1441]
cp-start-kind = primary input
critical_path_arrival_ns = 3.10
r2r_slack_ns = 2.05
crit_end = answerSender.current_item[6]
r2r_cells = 6
end_kind = flop
critPathKind = in -> reg

[layout]
comb_area_mm2 = 0.001948
regArea_mm2 = 0.001341
final_area_mm2 = 0.01029
n_fill_cell = 37548
drive_above_1_share_pct = 11.36
area_growth_pct = 199.6
fin_cells = 4621

[min_path]
hold_path.class = reg -> reg

[pwr]
fin_total_pwr_w = 0.001005
irDropWorstVdd_mv = 0.1324
leakage_nw = 1.988
powerDensity_mw_per_mm2 = 97.62

[run]
drv_cap = 0
warnings = 1026

[detailed_routing]
ant_nets = 0
viasPerCell = 0.6362
drt_pre_antenna_iters = 6
num_vias = 2940
wl_per_cell_um = 3.774
drc = 0
finalWirelength_um = 17440
drtIter0Drc = 140

[die]
coreArea_mm2 = 0.3173
die_y_um = 584
io_pins = 1504
floorplan.rows = 207
dieWidth_um = 584
die-area_mm2 = 0.3411
fp_util_pct = 1.083

[status]
status = complete, no violations
state kept, by name, summed over array words and instances, names as in the netlist:
| signal | flops |
|---|---|
| answerSender.shift_register | 10 |
| answerSender.state | 2 |
| answerSender.item_counter | 5 |
| done | 1 |
| state | 2 |
| answerSender.downclk_counter | 13 |
| answerSender.current_item | 6 |
| answerSender.counter | 4 |
| packageAnswer.done | 1 |
| answerSender.done | 1 |
final cells by class:
type / count / share of cell area [%]
tap: 4180 / 50.81
clock buffer: 5 / 1.216
inverter: 12 / 0.4376
multi-input combinational: 216 / 18.93
timing repair buffer: 159 / 15.32
clock inverter: 3 / 0.2431
sequential: 45 / 13.03
antenna: 1 / 0.02431
stage by stage:
step / setup slack [ns] / util, %
final: 1.945 / 3.244
after floorplan: 2.566 / -
after global routing: 1.756 / 3.244
after detailed placement: 1.491 / 3.196
after CTS: 1.806 / 3.244
after global placement: 1.473 / 3.196
placed cells by master, fill, tap and decap left out, types with 5 or more instances in the layout:
cell type        count
a21boi_0            10
edfxtp_1            44
o221ai_1             9
o21ai_0             10
a21oi_1             12
mux4_2              31
nand2_1             29
xor2_1               8
nand3_1              9
mux2i_1             17
clkdlybuf4s50_1    153
inv_1               11
ha_1                15
and2_1               6
clkbuf_16            5
buf_4                6
nor2_1              20
critical path, stage by stage:
cell and delay, ns:
clkdlybuf4s50_1 0.74, mux4_2 0.59, mux4_2 0.46, o22ai_1 0.22
a21oi_1 0.06
worst min-delay path by stage:
stage	endpoint	from	slack (ns)	cells after the start
4_1_cts	answerSender.shift_register[0]	answerSender.shift_register[1]	0.50	1
6_report	answerSender.shift_register[0]	answerSender.shift_register[1]	0.50	1
5_1_grt	answerSender.shift_register[0]	answerSender.shift_register[1]	0.54	1
power by group:
group / switching [W] / internal (W)
registers: 0.00000819 / 0.000433
clock network: 0.000139 / 0.000188
logic: 0.0000851 / 0.000152
total: 0.000232 / 0.000773
layer usage:
layer	vias to the layer above	GRT usage [%]	wire length [um]
met4	0	0.2500	558
met2	79	1.843	10070
li1	1420	-	-
met1	1433	0.9851	5704
met5	-	0	0
met3	8	0.3200	1111
logic make-up after synthesis:
kind of cell    after synthesis  share of synthesized area [%]
simple gates                 83                          11.29
mux                          50                          25.93
fa+ha+maj                    15                          5.462
flops                        45                          39.04
xor+xnor                     12                          3.059
other cells                   2                         0.2186
buf+inv                      32                          4.261
compound gates               54                          10.74
No activity file was given, so power comes from the tool's default toggle rates.
