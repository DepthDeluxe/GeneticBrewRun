===== /design/flow/design.v =====
`timescale 1ns / 1ps
module random(
	input clk,
	input [31:0] prg_seed,
	output reg [4:0] random0,
	output reg [4:0] random1
	);
reg [4:0] next_random0;
reg [4:0] next_random1;
initial begin
random0 = 0;
random1 = 0;
next_random0 = 0;
next_random1 = 0;
end
always @ (*)
begin
	next_random0 = prg_seed[4:0];
	next_random1 = prg_seed[9:5];
end
always @ (posedge clk)
begin
	random0 = next_random1;
	random1 = next_random0;
end
endmodule

===== /design/flow/run.sh =====
#!/bin/bash
# OpenROAD 26Q1-2900-gdf79404cd8, Yosys 0.63+post, stock flow scripts
make -C /OpenROAD-flow-scripts/flow DESIGN_CONFIG=/design/flow/config.mk WORK_HOME=/design/flow/orfs finish

===== /design/flow/config.mk =====
export PLATFORM = sky130hd
export DESIGN_NAME = random
export DESIGN_NICKNAME = random
export VERILOG_FILES = /design/flow/design.v
export SDC_FILE = /design/flow/constraint.sdc
export NUM_CORES = 4
export LEC_CHECK = 1
export CORE_AREA = 10 10 70 70
export DIE_AREA = 0 0 80 80

===== /design/flow/constraint.sdc =====
current_design random

set clk_period 1.0
set clk_io_pct 0.2

create_clock -name clk0 -period $clk_period [get_ports {clk}]

set non_clock_inputs [all_inputs -no_clocks]
set_input_delay [expr $clk_period * $clk_io_pct] -clock clk0 $non_clock_inputs
set_output_delay [expr $clk_period * $clk_io_pct] -clock clk0 [all_outputs]

==> results_dict.tcl <==
# flow metrics
set metrics [dict create \
    status "complete, no violations" \
    slew_viol_final 0 \
    dr.pass1.iters 3 \
    gp_congestion 0.669 \
    drt_iter0_markers 11 \
    numCtsBuffers 3 \
    simple_gate_share_pct 0 \
    crit_chain "clkdlybuf4s15_1" \
    synth_top_cell_by_area "dfxtp_1" \
    layoutNonFillerInstCount 80 \
    post-route-min-period_ps 950 \
    drc_errors 0 \
    path_clk_slew_ps 70 \
    grt_pass1_vias 184 \
    fin_crit_sh_pct 95.0 \
    cts.htree.levels 1 \
    ys.flops 10 \
    grt_overflow 0 \
    start_kind "register" \
    pre_cts_slack_ps 20.6 \
    row_count 21 \
    critPathKind "reg -> out" \
    grt_pass1_wl_um 966 \
    diodes 0 \
    hold_violations 0 \
    yosys_cells 10 \
    avgSynthCellArea_um2 20.0 \
    drive_gt1_share_pct 14.7 \
    path_delay_family "flip-flops" \
    critPathSlowestCell "dfxtp_1" \
    antenna_found_initial 0 \
    ys_sh_aoi_pct 0 \
    grt_max_degree 7 \
    rsz0062_at_grt "no" \
    ys_chip_area_um2 200 \
    top_cell_area_share_pct 100 \
    mux_area_share_pct 0 \
    num-multi-input-gates 0 \
    placedCellCount 76 \
    xor_share_pct 0 \
    yosysWarnings 1 \
    cts_tree "yes" \
    power_mw 0.858 \
    critPathCaptureType "output pin" \
    fmax_mhz 1050 \
    setup_tns_ps 0 \
    drt_wl_total_um 692 \
    max_slew_margin_pct 95.0 \
    postCtsHoldBufs 0 \
    ys_sh_adder_pct 0 \
    num_io_pins 43 \
    cp-startpoint "random0[0]$_DFF_P_" \
    path_buffers 1 \
    tightest_slew_ps 74.8 \
    cp.required_ps 800 \
    ys_seq_share_pct 100 \
    arrival_ps 750 \
    io_buffers 20 \
    power_density_nw_per_um2 1750 \
    vias 161 \
    initCoreUtil_pct 5.86 \
    core_um2 3420 \
    wl_per_cell_um 8.65 \
    warnings 47 \
    clockBufferDepth 2 \
    synth_area_um2 200 \
    synthToLayoutAreaGrowth_pct 144 \
    routed_via_density 2.01 \
    synth_cells 10 \
    irDropWorstVdd_uv 701 \
    min_path_type "in -> reg" \
    drv_cap 0 \
    power_leakage_nw 0.190 \
    die_w_um 80 \
    comb_area_um2 0 \
    cp_max_fo 1 \
    synthTopCellsByArea "dfxtp_1" \
    cpPeakStageDelay_ps 310 \
    ctsRootBufferMaster "clkbuf_4" \
    fin_ws_ps 50.3 \
    die_h_um 80 \
    min-delay-start "prg_seed[8]" \
    grt_usage_pct 2.15 \
    ant_nets 0 \
    cts_sinks 10 \
    finalSetupViolCount 0 \
    die_area_um2 6400 \
    yosysUniqueCellTypes 1 \
]
metal layers:
| metal | wire length (um) | GRT usage [%] | vias up | share of wire [%] |
|---|---|---|---|---|
| met4 | 6 | 0.176 | 0 | 0.87 |
| met5 | 0 | 0 | - | 0 |
| met3 | 177 | 3.07 | 2 | 26 |
| li1 | - | - | 79 | - |
| met1 | 250 | 1.97 | 66 | 36 |
| met2 | 258 | 2.81 | 14 | 37 |
logic make-up (layout without fill, tap and decap cells):
| group | Yosys count | in the layout |
|---|---|---|
| DFF | 10 | 10 |
| buffers and inverters | 0 | 24 |
final timing paths:
check  cells past startpoint                 end  slack, ps
min                        1  random0[3]$_DFF_P_        370
max                        1          random0[0]         50
synth_stat cells (all sizes together):
master,count
dfxtp,10
sequential cells by signal (all words and copies together) (netlist names):
| name | flops |
|---|---|
| random0 | 5 |
| random1 | 5 |
power breakdown:
group / leakage [nW] / internal [mW] / switching [mW] / total (mW)
registers: 0.0844 / 0.419 / 0.00476 / 0.424
clock network: 0.0210 / 0.221 / 0.149 / 0.370
logic: 0.0843 / 0.0560 / 0.00801 / 0.0641
total: 0.190 / 0.696 / 0.162 / 0.858
cell type report:
| class | instances | area, um2 |
|---|---|---|
| Clock buffer | 4 | 36.3 |
| Fill cell | 390 | 2930 |
| Sequential cell | 10 | 200 |
| Tap cell | 46 | 57.6 |
| Timing Repair Buffer | 20 | 195 |
placed cells by master, fill, tap and decap left out:
cell type and instances:
clkdlybuf4s15_1 9, clkbuf_8 1, clkdlybuf4s50_1 10, dfxtp_1 10
clkbuf_4 3, clkbuf_2 1
metrics by stage:
| step | cell area [um2] | hold WS (ps) | utilization, % |
|---|---|---|---|
| 6_report | 489 | 368 | 14.3 |
| 5_1_grt | 489 | 347 | 14.3 |
| 4_1_cts | 494 | 347 | 14.5 |
| 3_5_place_dp | 458 | 652 | 13.4 |
| 3_3_place_gp | 458 | 652 | 13.4 |
| 2_1_floorplan | 200 | 228 | - |
repair_timing:
action,4_1_cts,5_1_grt
setup endpoints to repair,10,1
endpoints found under the hold margin,0,0
resized,20,1
pin swaps,0,0
setup buffers,0,0
Power and IR drop assume default switching activity.
